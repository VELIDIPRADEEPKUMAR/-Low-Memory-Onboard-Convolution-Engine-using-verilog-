**/design/flow/config.mk**
```make
export PLATFORM = sky130hd
export DESIGN_NAME = ILI9488_Driver
export DESIGN_NICKNAME = ILI9488_Driver
export VERILOG_FILES = /design/flow/design.v
export SDC_FILE = /design/flow/constraint.sdc
export NUM_CORES = 4
export LEC_CHECK = 1
export CORE_UTILIZATION = 30
```
**/design/flow/constraint.sdc**
```tcl
current_design ILI9488_Driver

set clk_period 2.0
set clk_io_pct 0.2

create_clock -name clk0 -period $clk_period [get_ports {clk}]

set non_clock_inputs [all_inputs -no_clocks]
set_input_delay [expr $clk_period * $clk_io_pct] -clock clk0 $non_clock_inputs
set_output_delay [expr $clk_period * $clk_io_pct] -clock clk0 [all_outputs]
```
**/design/flow/design.v**
```verilog
module ILI9488_Driver(input clk,rst,Load,Imd_read,data_cmd,MISO, 
                          input [7:0] in_data, 
                          output reg D_C,Write_comp,Read_comp,CS,
                          output Reset,MOSI,SCK,load_comp,
                          output reg [7:0] Data_read);
localparam reset = 2'd0;
localparam load = 2'd1;
localparam write = 2'd3;
localparam read = 2'd2;
reg [7:0] Data_write;
reg R;  
reg [1:0] state;  
reg [2:0] cnt;
wire Read;
assign Read = (state==read)||(state==load);
assign Reset = !(state==reset);
assign MOSI = Data_write[7];
assign SCK = clk&&(!CS);
assign load_comp = (state==write);
always@(posedge clk, negedge rst) begin         
    if(!rst) Data_read <= 0;
    else if(Read) Data_read <= {Data_read[6:0],MISO};
end
always@(negedge clk, negedge rst) begin 
if(!rst) begin 
             Data_write <= 0;
             R <= 0;
             state <= reset;
             D_C <= 0; 
             cnt <= 0;
             Write_comp <= 0;
             Read_comp <= 0;
             CS <= 1;
          end 
else      begin 
    case(state) 
    reset: begin 
             Data_write <= 0;
             R <= 0;
             state <= load;
             D_C <= 0;
             cnt <= 0;
             Write_comp <= 0;
             Read_comp <= 0;
             CS <= 1;
           end    
    load: begin 
             if(Load) begin 
                        Data_write <= in_data;
                        D_C <= data_cmd;
                        state <= write;
                        R <= Imd_read;
                        cnt <= 0;
                        Write_comp <= 0;
                        Read_comp <= 0;
                        CS <= 0;
                      end
              else    begin 
                        state <= load;
                        cnt <= 0;
                        Write_comp <= 1;
                        CS <= 1;
                      end
          end
    write: begin 
             CS <= 0;
             if(cnt==3'd6) begin
                             Read_comp <= 0;
                             Write_comp <= 1;
                             Data_write <= {Data_write[6:0],1'b0};
                             if(R) begin  
                                    state <= read;
                                    cnt <= 0;
                                   end 
                              else begin 
                                    state <= load;
                                    cnt <= 0;
                                   end
                           end
             else if(cnt==3'd5) begin 
                                  Read_comp <= 0;
                                  Write_comp <= 1;
                                  state <= write;
                                  cnt <= cnt + 1;
                                  Data_write <= {Data_write[6:0],1'b0};
                                end
             else          begin 
                             Read_comp <= 0;
                             Write_comp <= 0;
                             state <= write;
                             cnt <= cnt + 1;
                             Data_write <= {Data_write[6:0],1'b0};
                           end
           end 
    read: begin 
           CS <= 0;
           if(cnt==3'd7) begin 
                           state <= load;
                           cnt <= 0;
                           R <= 0;
                           Write_comp <= 1;
                           Read_comp <= 1;
                         end
           else if(cnt===3'd6) begin
                                state <= read;
                                cnt <= cnt + 1;
                                Write_comp <= 1;
                                Read_comp <= 1;
                               end
           else          begin 
                           state <= read;
                           cnt <= cnt + 1;
                           Write_comp <= 1;
                           Read_comp <= 0;
                         end
          end 
    default:  state <= reset;
    endcase
         end
end
endmodule
```
**/design/flow/run.sh**
```bash
#!/bin/bash
# OpenROAD 26Q1-2900-gdf79404cd8, Yosys 0.63+post, stock flow scripts
make -C /OpenROAD-flow-scripts/flow DESIGN_CONFIG=/design/flow/config.mk WORK_HOME=/design/flow/orfs finish
```
==> flow_metrics.tcl <==
# metrics dict for downstream scripts
set metrics [dict create \
    maxCapViolCount 0 \
    detail_route.wl_per_cell_um 12.7 \
    coreArea_um2 4120 \
    grt_setup_unrepaired "true" \
    insertion_delay_ns 0.33 \
    cellPowerDensity_nw_per_um2 1310 \
    timing.critical_path.from_type "flop" \
    area.combinational_um2 598 \
    synth.yosys.num_cells 101 \
    dpl.hpwl_mm 1.82 \
    num_rows 23 \
    ys_seq_share_pct 53.5 \
    failed_checks "negative setup slack" \
    syn_to_final_growth_pct 41.7 \
    first_global_vias 928 \
    final_hold_viol_count 0 \
    totalWireLength_mm 2.54 \
    total_setup_violations_reported_at_the_end_of_the_flow 17 \
    finClkSkew_ns 0.0466 \
    dr.first_iter.drc_count 38 \
    static_leakage_nw 0.884 \
    yosys.stat.chipArea_um2 1320 \
    cts_tree "yes" \
    drt-vias-per-instance 4.60 \
    clk_pin_slew_ns 0.04 \
    io_buffers 29 \
    htree_num_levels 2 \
    power.ir.vdd_worst_uv 393 \
    drt_drc_violations_left 0 \
    antenna_found_initial 0 \
    chipHeight_um 68.2 \
    yosys.cell_types.count 30 \
    cts-root-buf "sky130_fd_sc_hd__clkbuf_8" \
    critical_path_arrival_ns 2.00 \
    cts_hold_repair.buffers 0 \
    run_status "finished with violations" \
    chipWidth_um 68.2 \
    dieArea_um2 4650 \
    fp_util_pct 32.0 \
    syn-cell-area_um2 1320 \
    drive_gt1_share_pct 41.1 \
    timing_worst_setup_path_type "flop to primary output" \
    clk_path_buf_depth 2 \
    maxSlewViolCount 0 \
    setup-tns-final_ns -2.44 \
    grt_max_degree 19 \
    cp_max_fo 2 \
    endpoint_kind "primary output" \
    postLayoutCellArea_um2 1860 \
    register_area_um2 703 \
    tritoncts.num_buffers 5 \
    firstDrtPassIters 4 \
    groute.usage.overall_pct 12.1 \
    overall_overflow_remaining_after_global_route 0 \
    synth_flop_count 28 \
    vias 925 \
    yosys_synthesis_warning_count 1 \
    synth_cells 101 \
    dpl_cell_area_um2 1760 \
    holdWs_ns 0.427 \
    min-delay-path-class "flop to flop" \
    insertedDiodeCount 0 \
    io-pin-count 30 \
    routability_driven_placement_congestion_ratio 0.829 \
    warnings 35 \
    grt_first_pass_wirelength_mm 4.14 \
    worst-endpoint-required_ns 1.60 \
    antenna_left 0 \
    postSynthAreaPerCell_um2 13.0 \
    fillerInstances 380 \
    layout_setup_ws_ns -0.401 \
]
## synthesized netlist by cell type (all sizes together)
| cell type | number | area, µm² |
|---|---|---|
| dfrtn | 18 | 450 |
| mux2 | 16 | 206 |
| a22o | 8 | 78.8 |
| dfrtp | 8 | 200 |
| inv | 6 | 22.5 |
| nand2 | 6 | 22.5 |
| nor2 | 6 | 41.3 |
| buf | 4 | 32.5 |
| ha | 4 | 50.1 |
| o21ai | 4 | 20.0 |
| a21oi | 3 | 15.0 |
| dfstp | 2 | 52.6 |
| nand2b | 2 | 12.5 |
| nand3 | 2 | 10.0 |
| nor2b | 2 | 20.0 |
| o211ai | 2 | 15.0 |
| o31ai | 2 | 15.0 |
| conb | 1 | 3.75 |
| nand4 | 1 | 6.26 |
| nor3 | 1 | 16.3 |
| nor4 | 1 | 6.26 |
| o22ai | 1 | 6.26 |
| o311a | 1 | 11.3 |
## sequential cells by signal, summed over array words and instances (netlist names)
register / flops
Write_comp: 1
D_C: 1
R: 1
state: 4
Data_write: 8
Read_comp: 1
CS: 1
Data_read: 8
cnt: 3
## per-stage QoR
stage	instances	setup slack (ns)	utilization [%]	total power (W)
floorplan	101	-0.114	-	0.00151
global placement	188	-0.732	42.7	0.00192
detailed placement	188	-0.737	42.7	0.00195
CTS	200	-0.420	45.0	0.00247
global route	201	-0.438	45.3	0.00265
finish	201	-0.401	45.3	0.00245
## path summary, 6_finish.rpt
kind / from / end / slack [ns] / depth (start not counted)
setup / recovery: state[0]$_DFF_NN1_ / Reset / -0.40 / 2
hold / removal: cnt[0]$_DFF_NN0_ / cnt[0]$_DFF_NN0_ / 0.43 / 1
setup reg to reg: state[1]$_DFF_NN0_ / Data_read[2]$_DFFE_PN0P_ / -0.06 / 3
hold reg to reg: cnt[0]$_DFF_NN0_ / cnt[0]$_DFF_NN0_ / 0.43 / 1
max in group asynchronous: rst / CS$_DFF_NN1_ / 0.39 / 2
min in group asynchronous: rst / Data_read[4]$_DFFE_PN0P_ / 0.61 / 3
## worst max-delay path: stages, from the launching register on
cell and delay [ns]:
sky130_fd_sc_hd__dfstp_2 0.54, sky130_fd_sc_hd__inv_2 0.03, sky130_fd_sc_hd__buf_2 0.10
## cells in the final DEF (no fill, tap or decap), types with 2 or more instances in the layout
| master | n |
|---|---|
| sky130_fd_sc_hd__ha_1 | 4 |
| sky130_fd_sc_hd__o31ai_1 | 2 |
| sky130_fd_sc_hd__nand3_1 | 2 |
| sky130_fd_sc_hd__dfrtp_1 | 8 |
| sky130_fd_sc_hd__inv_1 | 7 |
| sky130_fd_sc_hd__a22o_2 | 7 |
| sky130_fd_sc_hd__nand2b_1 | 2 |
| sky130_fd_sc_hd__mux2_4 | 16 |
| sky130_fd_sc_hd__dfrtn_1 | 18 |
| sky130_fd_sc_hd__a21oi_1 | 3 |
| sky130_fd_sc_hd__buf_2 | 8 |
| sky130_fd_sc_hd__clkdlybuf4s50_1 | 12 |
| sky130_fd_sc_hd__o211ai_1 | 2 |
| sky130_fd_sc_hd__dfstp_2 | 2 |
| sky130_fd_sc_hd__buf_12 | 3 |
| sky130_fd_sc_hd__buf_4 | 12 |
| sky130_fd_sc_hd__dlygate4sd2_1 | 8 |
| sky130_fd_sc_hd__o21ai_0 | 3 |
| sky130_fd_sc_hd__nand2_1 | 6 |
| sky130_fd_sc_hd__nor2_1 | 3 |
| sky130_fd_sc_hd__clkbuf_8 | 5 |
## logic make-up after synthesis
kind of cell / after synthesis / synth area share [%]
adder cells (fa/ha/maj): 4 / 3.81
multiplexers: 16 / 15.7
AND/OR/NAND/NOR: 21 / 10.3
buffers and inverters: 10 / 4.19
other: 1 / 0.285
flip-flops: 28 / 53.5
AND-OR/OR-AND: 21 / 12.3
## per-layer routing
| metal | share of wire (%) | vias up | global-route usage, % |
|---|---|---|---|
| met1 | 48 | 444 | 16.1 |
| met3 | 4.7 | 5 | 3.21 |
| met5 | 0 | - | 0 |
| met2 | 45 | 22 | 19.6 |
| met4 | 2.4 | 0 | 3.13 |
| li1 | - | 454 | - |
## power breakdown
part           leakage (nW)  internal, W  switching [W]
clock network        0.0612     0.000262       0.000232
logic                 0.502     0.000654       0.000340
registers             0.321     0.000807       0.000153
total                 0.884      0.00172       0.000725
## repair_timing
item	4_1_cts	5_1_grt
buffers inserted	2	1
pin swaps	7	2
resized	45	2
endpoints found under the setup margin	32	24
## cell type report
class                   count  area share, %
multi-input cells          63           32.1
clock buffers               7           4.16
well taps                  50           3.36
repair buffers             43           20.6
inverters                   5           1.01
flip-flops and latches     28           37.7
clock inverters             5           1.07
Power figures rest on the tool's default switching activity, not on a simulated workload.
