==> flow/design.v <==
module Pixel_Capture(input clk_50M,clk_10M,rst,HS,Load_Comp,Init_Comp,PCLK,
                  input [7:0] In_Data, 
						output reg [15:0] Pixel_Data,
						output Load,
						output XCLK);
	 localparam RESET = 0;
	 localparam CAPTURE = 1;
	 localparam WAIT = 3;
	 localparam LOAD = 2;
	 localparam HS_HOLD = 6;
	 reg [2:0] state;
	 reg L;  
	 reg reg_clk;
	 assign Load = (state==LOAD);
	 assign XCLK = ((state==RESET)||(state==HS_HOLD))?clk_10M:reg_clk;
	 always@(posedge clk_50M) begin 
		if(!rst) begin 
						L <= 0;
						state <= 0;
						reg_clk <= 1;
	            end
	   else 
			case(state) 
			RESET: begin L <= 0; state <= (Init_Comp)?CAPTURE:RESET; reg_clk <= 1; end
			CAPTURE: begin 
							if(!HS) begin 
										state <= HS_HOLD;
										L <= 0;
									  end
							else begin      
												 L <= ~L;
												 state <= (L)?LOAD:WAIT;
												 Pixel_Data <= {In_Data,Pixel_Data[15:8]};
												 reg_clk <= 0;
							     end
			         end
			WAIT:    begin 
			            if(HS) begin state <= CAPTURE; reg_clk <= 1;  end
					  	   else begin state <= HS_HOLD; end
				      end 
			LOAD:    begin state <= (Load_Comp)?WAIT:LOAD; end 
			HS_HOLD: begin state <= (HS&&(!clk_10M))?WAIT:HS_HOLD; L <= 0; end 
			default: state <= RESET;
			endcase
	 end 
endmodule 
==> flow/run.sh <==
#!/bin/bash
# OpenROAD 26Q1-2900-gdf79404cd8, Yosys 0.63+post, stock flow scripts
make -C /OpenROAD-flow-scripts/flow DESIGN_CONFIG=/design/flow/config.mk WORK_HOME=/design/flow/orfs finish
==> flow/config.mk <==
export PLATFORM = sky130hd
export DESIGN_NAME = Pixel_Capture
export DESIGN_NICKNAME = Pixel_Capture
export VERILOG_FILES = /design/flow/design.v
export SDC_FILE = /design/flow/constraint.sdc
export NUM_CORES = 4
export LEC_CHECK = 1
export CORE_AREA = 10 10 86 86
export DIE_AREA = 0 0 96 96
==> flow/constraint.sdc <==
current_design Pixel_Capture

set clk_period 1.6
set clk_io_pct 0.2

create_clock -name clk0 -period $clk_period [get_ports {clk_50M}]

set non_clock_inputs [all_inputs -no_clocks]
set_input_delay [expr $clk_period * $clk_io_pct] -clock clk0 $non_clock_inputs
set_output_delay [expr $clk_period * $clk_io_pct] -clock clk0 [all_outputs]
==> run notes <==
Latest figures from synthesis and place and route.

The flow ran to the end, and the final reports show no timing, DRC or antenna violations. TritonCTS built the clock tree. The clock drives 23 sinks. The global routing report lists combined usage of all routing layers as 0.03468. The placer's final routability congestion estimate is 0.7240.

The cell accounting for the most synthesized area is sky130_fd_sc_hd__edfxtp_1. Buffers inserted to repair hold after CTS numbered 0. The clock root buffer master is sky130_fd_sc_hd__clkbuf_8.

The area occupied by registers is 620.6 um2. Per the post-CTS timing run, clock transition at the registers of the reported paths is 0.07 ns. The boundary pin count is 33. The first-pass GRT wire length is roughly 2500 um. The layout filler cell count is 595. Buffers inserted during clock tree synthesis total 3. The register area share after synthesis is 0.7961. The number of violations reported at the end of detailed-routing iteration 0 is 8. The data arrival time reported for the critical path is approximately 1.2 ns. In the routed design, unresolved DRC markers number 0. The die height is around 96 um. For this run the detailed placement stage logged an HPWL of between 1000 and 1500 um. The skew report gives the latency at the later pin of the worst-skew pair as 0.26 ns.

The category of the worst setup path launch point is a primary input. The share of the core filled with cells is 0.2285. Static timing analysis puts the maximum clock frequency at around 660 MHz. The maximum number of pins on one net before global-route repair is 17. The critical path endpoint has a required time of 1.28 ns. The total cells reported by yosys after synthesis is 52. The number of antenna violations at the first check in global routing is 0. No sink is reached through more buffers than the 2 on the longest clock path. In the synthesis report, Yosys lists the chip area as between 700 and 800 um2. The cell count after placement is 158. The proportion of netlist area held by the largest area contributor is 0.6164. The initial utilization of the core area, before any placement, comes to 0.1407. A synthesized cell averages 14.99 um2. Sorting the synthesized cells by area gives the leading types as sky130_fd_sc_hd__edfxtp_1, sky130_fd_sc_hd__dfxtp_1, sky130_fd_sc_hd__o21ai_0. The type of the tightest min-delay check is flop to flop. Across all setup checks in the final design, the least slack found is 0.09233 ns.

Setup repair after global routing left no endpoint under its margin. The tally of buffers added on design ports is 31. The global route stage reports its total congestion overflow as 0. The slew check shows that the tightest pin keeps a relative margin of 0.8661. The share of layout cells above drive strength 1 is 0.1111. In this run the static leakage power is around 0.00043 uW. The commonest cells after synthesis are sky130_fd_sc_hd__edfxtp_1, sky130_fd_sc_hd__dfxtp_1, sky130_fd_sc_hd__o21ai_0, sky130_fd_sc_hd__inv_1, sky130_fd_sc_hd__nand2_1. The final timing summary puts the cycle share of the worst path at 0.9423. The post-layout instance count excluding filler cells is 162. Per the detail_route report, the via count comes to between 500 and 600.

Synthesis inferred 23 register bits. The first detailed-routing pass ran for 4 iterations. The total core area is between 5000 and 6000 um2.

Hold is met by 0.4549 ns. The number of different library cells used by synthesis comes to 17. In the synthesized netlist, the number of instances is around 52. The max-slew violation count is 0. The post-synthesis instance area is 779.5 um2. The worst setup path is of the primary input to output port kind. In this run the maximum-capacitance check reported violations numbering 0. The detailed router reported a total wirelength of 1638 um. The design draws 1082 uW. Counting flops with an async set or reset pin after synthesis yields a share of 0. The via count of the first global-routing pass is 522.

The floorplan row count is 27. The die is 96 um wide. The detail-routed via count per cell is 3.259. The final hold violation count recorded for this run is 0. The worst VDD IR drop from the latest analysis is 0.3290 mV. The H-tree depth is 1. The setup violation total in the final timing report is 0. Yosys instantiated no cell more often than sky130_fd_sc_hd__edfxtp_1. The largest fanout of any net on the critical path is 2. The stage-log warning count is 26. The transition time recorded at the tightest slew-check pin is about 0.2 ns.

Yosys mapped a number of flops with a built-in enable equal to 16. The sort of element at the end of the critical path is an output port. In this run the power density over the cells is 854.1 nW/um2. Prior to clock tree synthesis, the placed netlist has a worst setup slack of -0.2173 ns. The worst clock skew is 0.004215 ns. The average wire per standard cell is ~10 um.

Buffers added to address setup during post-CTS repair amount to 0. The number of antenna diodes in the final layout is 0. The worst path in the final design needs a cycle of about 1.5 ns, including I/O delays and setup. The number of nets with antenna violations after routing is 0. Compared with the post-synthesis result, the final layout area differs by 62.44%.

Warnings reported by Yosys during synthesis add up to 1. The area of the multi-input gates is roughly 150 um2. The main flop type is sky130_fd_sc_hd__edfxtp_1. The total die size is 9216 um2.
## what timing repair did
action                     4_1_cts  5_1_grt
setup endpoints to repair        1        1
cloned                           0        0
resized                          2        2
## final timing paths
| check | from | end | slack [ns] | depth (start not counted) |
|---|---|---|---|---|
| max | clk_10M | XCLK | 0.09 | 4 |
| min | Pixel_Data[9] | Pixel_Data[1] | 0.45 | 0 |
| max reg2reg | state[3] | Pixel_Data[9] | 0.48 | 2 |
| min reg2reg | Pixel_Data[9] | Pixel_Data[1] | 0.45 | 0 |
## cell families after synthesis
logic type,count (synthesis),share of synthesized area
simple gates,14,0.09792
buf+inv,4,0.01926
flops,23,0.7961
compound gates,11,0.08667
## registers in the layout, summed over array words and instances, names as in the netlist
signal / cells
Pixel_Data: 16
state: 5
L: 1
reg_clk: 1
## through the flow
| step | cell area (um2) | setup TNS [ns] |
|---|---|---|
| 6_report | 1266 | 0 |
| 3_3_place_gp | 1215 | -0.2129 |
| 5_1_grt | 1266 | 0 |
| 3_5_place_dp | 1215 | -0.2173 |
| 2_1_floorplan | 779.5 | 0 |
| 4_1_cts | 1260 | 0 |
## area by class of cell
class | instances | area share
clock inverters | 1 | 0.003953
repair buffers | 34 | 0.2717
inverters | 4 | 0.01186
well taps | 72 | 0.07115
multi-input cells | 25 | 0.1186
flip-flops and latches | 23 | 0.4901
clock buffers | 3 | 0.03261
## placed cells by master, fill, tap and decap left out, types with 2 or more instances in the layout
master and n:
sky130_fd_sc_hd__nand3_1 2, sky130_fd_sc_hd__nand2_1 3, sky130_fd_sc_hd__clkdlybuf4s50_1 30, sky130_fd_sc_hd__a22oi_1 2
sky130_fd_sc_hd__a21boi_0 2, sky130_fd_sc_hd__dfxtp_1 7, sky130_fd_sc_hd__buf_4 2, sky130_fd_sc_hd__nor2b_1 2
sky130_fd_sc_hd__clkbuf_8 3, sky130_fd_sc_hd__o21ai_0 5, sky130_fd_sc_hd__inv_1 4, sky130_fd_sc_hd__edfxtp_1 16
## routing by layer
layer	track usage	vias up	share of wire
li1	-	268	-
met1	0.03988	235	0.40
met2	0.05830	25	0.46
met3	0.01808	0	0.13
met4	0.003686	0	0
met5	0	-	0
## report_power, final
part	switching [uW]	internal, uW	total, uW
registers	9.96	647	657
logic	25.4	57.1	82.6
clock network	169	173	342
total	205	877	1080
## critical path, stage by stage
cell and delay, ns:
sky130_fd_sc_hd__clkdlybuf4s50_1 0.47, sky130_fd_sc_hd__inv_1 0.06, sky130_fd_sc_hd__o21ai_2 0.12, sky130_fd_sc_hd__dlygate4sd2_1 0.21
Power and IR drop assume default switching activity.
