File: flow/design.v
module I2C_DRIVER(input clk,rst,start,r_w,sccb_clk,
                  input [15:0] in_data, 
                  output task_comp,load_comp, 
                  output [7:0] data_read, 
                  inout SDA,
                  output SCL);
localparam RESET = 0;
localparam START = 1;
localparam WRITE = 3;
localparam READ  = 2;
localparam DELAY = 6;
localparam STOP  = 7;
localparam write_adress = 8'h42;  
localparam read_adress = 8'h43;
reg [2:0] state;
reg [3:0] cnt;
reg RW,D_C,SDA_reg,stop;
reg [7:0] write_data;
reg [7:0] read_data;
reg [15:0] data;
wire SCL_wire,SDA_wire;
assign SCL_wire = (state==START)?1:sccb_clk;
assign SDA_wire = (state==READ)?1'b1:SDA_reg;
assign task_comp = (state==STOP);
assign load_comp = (state == WRITE);
assign data_read = read_data;
assign SCL = (SCL_wire)?1'bz:1'b0;
assign SDA = (SDA_wire)?1'bz:1'b0;
always@(negedge clk, negedge rst) 
if(!rst) begin 
state<=0;
RW <= 1;
D_C = 0;
write_data <= 0;
read_data <= 0;
SDA_reg <= 1;
cnt <= 0;
stop <= 0;
data <= 0;
end
else 
case(state) 
RESET: begin
        state<=START;
        RW <= 1;
        D_C = 0;
        write_data <= 0;
        read_data <= 0;
        SDA_reg <= 1;
        cnt <= 0;
        stop <= 0;
        data <= 0;
       end
START: begin 
        cnt <= 0;
        stop <= 0;
        if(start&&sccb_clk) begin   
                    state <= WRITE;
                    SDA_reg <= 0;
                    write_data <= (r_w)?read_adress:write_adress;
                    RW <= r_w;
                    D_C = 0;    
                    data <= in_data;
                  end
        else      begin 
                    state <= START;
                    SDA_reg <= 1;
                    write_data <= {write_adress,1'b0};
                    RW <= 0;
                    D_C = 0;
                  end
       end
WRITE: begin 
        if(!sccb_clk) begin   
                        if(cnt==8) begin  
                                     state <= DELAY; 
                                     cnt <= 0;  
												 SDA_reg <= 1; 
                                   end 
                        else begin 
                                state <= WRITE;
                                cnt <= cnt + 1;
                                SDA_reg <= write_data[7];
                                write_data <= write_data<<1; 
                             end
                      end 
        else          state <= WRITE;
       end
DELAY: begin 
        cnt <= 0;
		  if(RW) begin 
		  if(!sccb_clk) begin state <= READ; read_data <= 8'hF1; stop <= 0; end
		  end
		  else begin 
        if(sccb_clk) begin         
        if(stop) begin state <= STOP; stop <= 0; end
        else begin
              if((!D_C)) begin state <= WRITE; D_C <= 1; write_data <= data[15:8]; stop <= 0; end
              else begin state <= WRITE; write_data <= data[7:0]; stop <= 1'b1; end
             end
       end 
                      end
							 end
READ: begin 
        if(sccb_clk) begin 
                      state <= READ;
                      read_data <= {read_data,SDA};
                      cnt <= cnt + 1;
                     end 
        else if(cnt==8) begin 
                          state <= DELAY;
                          cnt <= 0;
                          stop <= 1;
								  RW <= 0;
                        end
      end
STOP: if(sccb_clk) begin state <= START; SDA_reg <= 1; stop <= 0;end
      else SDA_reg <= 0; 
default: state <= RESET;
endcase
endmodule
File: flow/run.sh
#!/bin/bash
# OpenROAD 26Q1-2900-gdf79404cd8, Yosys 0.63+post, stock flow scripts
make -C /OpenROAD-flow-scripts/flow DESIGN_CONFIG=/design/flow/config.mk WORK_HOME=/design/flow/orfs finish
File: flow/config.mk
export PLATFORM = sky130hd
export DESIGN_NAME = I2C_DRIVER
export DESIGN_NICKNAME = I2C_DRIVER
export VERILOG_FILES = /design/flow/design.v
export SDC_FILE = /design/flow/constraint.sdc
export NUM_CORES = 4
export LEC_CHECK = 1
export CORE_AREA = 10 10 86 86
export DIE_AREA = 0 0 96 96
File: flow/constraint.sdc
current_design I2C_DRIVER

set clk_period 2.6
set clk_io_pct 0.2

create_clock -name clk0 -period $clk_period [get_ports {clk}]

set non_clock_inputs [all_inputs -no_clocks]
set_input_delay [expr $clk_period * $clk_io_pct] -clock clk0 $non_clock_inputs
set_output_delay [expr $clk_period * $clk_io_pct] -clock clk0 [all_outputs]
==> results_slide.txt <==
Run Summary

Worst setup path
  – WP buf/inv: 1
  – Critical Path AT: 2080 ps
  – Reg-to-reg setup timing slack: 750 ps
  – Crit Path Class: reg -> out
  – Worst Path Required: 2080 ps
  – CP max-delay cell: dfrtn_1
  – Cell Chain, Critical Path: buf_2
  – CP Max Fanout: 2
  – CP delay by family, top: flip-flops
  – Crit end category: primary output
  – Slowest stage delay, CP: 410 ps
  – Startpoint types: flip-flop

Power and ir drop
  – Clock Power Share: 36.3%
  – Sequential power share: 55.2%
  – Power Internal: 0.471 mW
  – P per Cell Area: 410 nW/um^2
  – Sw Ratio: 24.1%
  – Maximum vdd drop: 0.000160 V
  – Logic pwr share: 8.4%
  – Power after layout: 0.621 mW
  – P_leak: 0.739 nW
  – Psw: 0.149 mW

Clock network
  – Clock root buffer: clkbuf_8
  – CTS tree: yes
  – Clk latency late pin: 310 ps
  – CTS Sinks: 21
  – Number of H-tree levels: 1
  – Clk pin slew, worst setup/hold paths: 60 ps
  – TritonCTS Buffers: 3
  – Post-CTS Hold Buffers: 0
  – Longest Clk Path Bufs: 2

Placement
  – Post-DP HPWL: 1.80 mm
  – RePlAce Congestion: 0.843
  – Place WS: -664 ps
  – Port buffer count: 14
  – Placed cell count: 211

Global route
  – First-pass GRT wire length: 4.25 mm
  – Largest net degree at the start of global routing: 22
  – GRT Util Overall: 5.56%
  – Vias in the first global route: 951
  – Initial antenna violation count: 0
  – Remaining global-route overflow: 0

Die
  – Core footprint: 5540 um^2
  – Die Span X: 96 um
  – # IOs: 33
  – Row count: 27
  – Die ar.: 9220 um^2
  – Die Y-Extent: 96 um
  – Fp util: 19.3%

Timing
  – Final Max Tran Viols: 0
  – Setup Viol. Count Final: 0
  – Clock Skews: 48.8 ps
  – Rel. slew slack: 62.3%
  – Setup ws final: 0.817 ps
  – RSZ-0062 raised after global routing: yes
  – Endpoints failing hold: 0
  – Worst-margin pin slew: 566 ps

Logic synthesis
  – Top post-synthesis cells by count: 19 x dfrtn_1, 13 x nand2_1, 10 x inv_1, 9 x a21oi_1
  – Post-Syn Instances: 113
  – Count leader, synth: dfrtn_1
  – Ys async rst share: 100%
  – Top_reg_cell synth: dfrtn_1
  – Yosys cell count: 113
  – Area share, top type: 44.4%
  – Unique cell types: 35
  – YS chip area: 1070 um^2
  – Main area contributors: dfrtn_1 44%, dfstp_2 4.9%, nand2_1 4.6%, a21oi_1 4.2%, o21ai_0 3.7%
  – Yosys top cell by area: dfrtn_1
  – Post-synth EDFFs: 0
  – Post-Syn Area: 1070 um^2
  – Yosys warns: 3
  – Syn Area/Cell: 9.48 um^2
  – Seq/Total Area, Yosys: 49.3%
  – Ys flops: 21

Routing
  – Avg WL per Cell: 11.3 um
  – Routed wire length: 2.51 mm
  – Post-DRT Antenna Nets: 0
  – First drt pass iteration count: 4
  – N_diodes: 0
  – Number of remaining DRC errors: 0
  – Vias per cell: 4.19
  – Iter 0 DRT Violations: 58
  – Total number of vias: 931

Layout
  – Fillers: 603
  – Layout cells sized above 1: 33.3%
  – Area Growth Syn to Fin: 41.5%
  – Finished Layout Cells: 222

Job
  – Count of tool warnings: 47
  – Max-cap violations: 0

Hold path
  – HP Class: reg -> reg

Status
  – Status: complete, no violations
==> worst register-to-register path, delay by kind of cell, from the launching register on <==
kind	cells	cell delay (ps)
AOI/OAI and AO/OA	1	160
muxes	1	170
DFF	1	560
and+or+nand+nor	2	1010
==> final timing paths <==
path	startpoint	to	cells past startpoint
hold reg to reg	D_C	D_C	2
hold / removal	D_C	D_C	2
min in group asynchronous	rst	cnt[2]	2
setup / recovery	state[5]	task_comp	1
max in group asynchronous	rst	state[0]	2
setup reg to reg	state[1]	cnt[0]	4
==> area by class of cell <==
class	count	area (um^2)	share of cell area [%]
inverter	9	33.8	2.23
multi-input combinational	78	546	36.0
tap	72	90.1	5.95
sequential	21	528	34.8
timing repair buffer	36	265	17.5
clock inverter	3	11.3	0.743
clock buffer	3	41.3	2.73
==> cell families (layout without fill, tap and decap cells) <==
logic type                 count (synthesis)  after routing  synth area share [%]
AOI/OAI and AO/OA                         34             34                  20.8
and+or+nand+nor                           33             33                  15.4
DFF                                       21             21                  49.3
buffers and inverters                     16             51                  6.31
muxes                                      4              4                  3.86
adders and majority gates                  2              2                  2.34
xor gates and xnor gates                   2              2                  1.64
other                                      1              3                 0.350
==> per-stage QoR <==
stage          utilization (%)  hold WS (ps)  TNS [ps]  instance area, um^2
2_1_floorplan                -           393      -145                 1120
3_3_place_gp              26.1           458    -11010                 1450
3_5_place_dp              26.1           459    -11300                 1450
4_1_cts                   26.7           461     -36.9                 1480
5_1_grt                   27.3           487      -321                 1520
6_report                  27.3           458         0                 1520
==> cells in the final DEF, fill, tap and decap left out, types with 3 or more instances in the layout <==
cell        n
inv_1      11
a21o_1      3
buf_2      11
o21ai_0     7
o2bb2ai_1   3
nand2_1    12
a21oi_1     8
conb_1      3
clkbuf_8    3
dfrtn_1    19
buf_4      21
nor2_1      7
==> power groups by stage <==
stage	Clock (mW)	Sequential, mW	Combinational (mW)
4_1_cts	0.232	0.342	0.0527
5_1_grt	0.250	0.343	0.0588
6_report	0.225	0.343	0.0524
==> state kept, by name (all words and copies together) (netlist names) <==
| signal | cells |
|---|---|
| D_C | 1 |
| RW | 1 |
| cnt | 4 |
| read_data | 8 |
| state | 6 |
| stop | 1 |
==> routing by layer <==
metal  vias to the layer above  track usage [%]  wire, um
li1                        466                -         -
met1                       448             7.39      1190
met2                        15             9.30      1210
met3                         2             1.26        91
met4                         0            0.737         8
met5                         -                0         0
==> repair_timing <==
action / in CTS / in global routing
pin swaps: 1 / 1
gates resized: 37 / 3
setup buffers: 3 / 3
setup endpoints to repair: 28 / 13
hold endpoints to repair: 0 / 0
No activity file was given, so power comes from the tool's default toggle rates.
